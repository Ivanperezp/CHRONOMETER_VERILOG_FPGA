==> ./design.v <==
module bcd7seg(
    input  [3:0] bcd,
    output reg [6:0] seg
);
always @(*) begin
    case(bcd)
        4'd0: seg = 7'b1000000;   
        4'd1: seg = 7'b1111001;   
        4'd2: seg = 7'b0100100;   
        4'd3: seg = 7'b0110000;   
        4'd4: seg = 7'b0011001;   
        4'd5: seg = 7'b0010010;   
        4'd6: seg = 7'b0000010;   
        4'd7: seg = 7'b1111000;   
        4'd8: seg = 7'b0000000;   
        4'd9: seg = 7'b0010000;   
        default: seg = 7'b1111111;  
    endcase
end
endmodule
module cronometro_top(
    input wire CLOCK_50,   
    input wire RST,        
    input wire START,      
    output wire [6:0] HEX0,  
    output wire [6:0] HEX1,  
    output wire [6:0] HEX2,  
    output wire [6:0] HEX3,  
    output wire [6:0] HEX4,  
    output wire [6:0] HEX5   
);
wire slow_clk;
reg running = 0;
wire rst_db, start_db;
debounce db_rst (.clk(CLOCK_50), .btn_in(~RST), .btn_out(rst_db));
debounce db_start (.clk(CLOCK_50), .btn_in(~START), .btn_out(start_db));
reg [3:0] q_hundredths = 0;
reg [3:0] q_tenths = 0;
reg [3:0] q_seconds = 0;
reg [3:0] q_seconds_tens = 0;
reg [3:0] q_minutes = 0;
reg [3:0] q_minutes_tens = 0;
clk_divider #(.DIVISOR(500000)) div_inst (
    .clk_in(CLOCK_50),
    .clk_out(slow_clk)
);
always @(posedge CLOCK_50 or posedge rst_db) begin
    if (rst_db)
        running <= 0;
    else if (start_db)
        running <= ~running;
end
always @(posedge slow_clk or posedge rst_db) begin
    if (rst_db) begin
        q_hundredths <= 0;
        q_tenths <= 0;
        q_seconds <= 0;
        q_seconds_tens <= 0;
        q_minutes <= 0;
        q_minutes_tens <= 0;
    end else if (running) begin
        q_hundredths <= q_hundredths + 1;
        if (q_hundredths == 9) begin
            q_hundredths <= 0;
            q_tenths <= q_tenths + 1;
            if (q_tenths == 9) begin
                q_tenths <= 0;
                q_seconds <= q_seconds + 1;
                if (q_seconds == 9) begin
                    q_seconds <= 0;
                    q_seconds_tens <= q_seconds_tens + 1;
                    if (q_seconds_tens == 5) begin
                        q_seconds_tens <= 0;
                        q_minutes <= q_minutes + 1;
                        if (q_minutes == 9) begin
                            q_minutes <= 0;
                            q_minutes_tens <= q_minutes_tens + 1;
                            if (q_minutes_tens == 5)
                                q_minutes_tens <= 0;
                        end
                    end
                end
            end
        end
    end
end
bcd7seg display_hundredths (.bcd(q_hundredths), .seg(HEX0));
bcd7seg display_tenths    (.bcd(q_tenths),    .seg(HEX1));
bcd7seg display_seconds   (.bcd(q_seconds),   .seg(HEX2));
bcd7seg display_seconds_tens (.bcd(q_seconds_tens), .seg(HEX3));
bcd7seg display_minutes    (.bcd(q_minutes),    .seg(HEX4));
bcd7seg display_minutes_tens (.bcd(q_minutes_tens), .seg(HEX5));
endmodule
module clk_divider #(parameter DIVISOR = 50000000) (
    input clk_in,
    output reg clk_out = 0
);
    reg [31:0] counter = 0;
    always @(posedge clk_in) begin
        if(counter == DIVISOR/2 - 1) begin
            clk_out <= ~clk_out;
            counter <= 0;
        end else begin
            counter <= counter + 1;
        end
    end
endmodule
module debounce(
    input wire clk,
    input wire btn_in,
    output reg btn_out  
);
    reg [19:0] count = 0;
    reg stable_state = 1'b1;
    always @(posedge clk) begin
        if (btn_in != stable_state) begin
            count <= count + 1;
            if (count == 20'hFFFFF) begin
                stable_state <= btn_in;
                count <= 0;
            end
        end else
            count <= 0;
        btn_out <= stable_state;
    end
endmodule
==> ./run.sh <==
#!/bin/bash
# OpenROAD 26Q1-2900-gdf79404cd8, Yosys 0.63+post, stock flow scripts
make -C /OpenROAD-flow-scripts/flow DESIGN_CONFIG=/design/flow/config.mk WORK_HOME=/design/flow/orfs finish
==> ./config.mk <==
export PLATFORM = sky130hd
export DESIGN_NAME = cronometro_top
export DESIGN_NICKNAME = cronometro_top
export VERILOG_FILES = /design/flow/design.v
export SDC_FILE = /design/flow/constraint.sdc
export NUM_CORES = 4
export LEC_CHECK = 1
export CORE_UTILIZATION = 50
==> ./constraint.sdc <==
current_design cronometro_top

set clk_period 1.4
set clk_io_pct 0.2

create_clock -name clk0 -period $clk_period [get_ports {CLOCK_50}]

set non_clock_inputs [all_inputs -no_clocks]
set_input_delay [expr $clk_period * $clk_io_pct] -clock clk0 $non_clock_inputs
set_output_delay [expr $clk_period * $clk_io_pct] -clock clk0 [all_outputs]
==> flow_summary.toml <==
# flow metrics
[pwr]
clkPwrFrac_pct = 38.1
switching_share_pct = 22.3
p_comb_share_pct = 4.8
power.internal_mw = 3.09
power.density_mw_per_mm2 = 517
peakVddDrop_uv = 590
power_frac_seq_pct = 57.1
p_sw_mw = 0.886
p_leak_nw = 3.18

[critical_path]
reg2reg_depth = 5
critPathArrivalTime_ns = 1.87
crit_required_ns = 1.64
crit_type = "flop to flop"
critPathMaxFanout = 3
cp-end-kind = "flop"
start_kind = "flop"

[synth]
yosysSeqAreaShare_pct = 40.0
ys_cells = 653
ys_sh_simple_pct = 27.9
top_logic_kind = "simple AND/OR/NAND/NOR gates"
avgSynthCellArea_sq_um = 8.42
ys_sh_aoi_pct = 10.2
netlist_area_sq_mm = 0.00550
syn_inst = 653
async_flop_share_pct = 24.5
ys_sh_mux_pct = 0.569
synth_warnings = 4
ys_area_sq_mm = 0.00550
adder_share_pct = 7.51
ys_ff = 102
xor_share_pct = 10.3
synth_cell_types = 46
flop_cell = "dfxtp_1"
edf_count = 3

[timing]
unclocked_pins = 24
period_used_pct = 117
hold_viol = 0
rsz0062_at_grt = "yes"
clock-skew-final_ns = 0.00699
max_slew_margin_pct = 66.5
fmax_mhz = 612
untimed_endpoints = 66
fin_crit_ns = 1.63
tightest_slew_ns = 0.498
fin_ws_ns = -0.234
final.setup.tns_ns = -6.23
finalSetupViolCount = 63
slew_viol_final = 0

[floorplan]
die_area_sq_mm = 0.0114
coreArea_sq_mm = 0.0105
ios = 45
core.rowCount = 37
dieWidth_um = 107
die_y_um = 107
fp_util_pct = 52.3

[layout]
fin_cells = 943
mostFrequentLayoutCells = "buf_4, nand2_1, nor2_1, o21ai_0, dfxtp_1"
lay_top_count = "buf_4"
drive_above_1_share_pct = 30.9
areaGrowthSynthToFinish_pct = 39.9

[clock_tree]
h-tree-depth = 3
ctsHoldBuffers = 0
cts_made_buffers = 9
tritoncts = "done"
cts_root_buf = "clkbuf_8"
insertion_delay_ns = 0.34
clkTransAtPathRegs_ns = 0.08
clockBufferDepth = 2

[place]
place_congestion = 0.869
io_buffers = 44
dp_cells = 903
dp_hpwl_mm = 7.88
dp_slack_ns = -0.291

[detailed_routing]
vias = 4919
antenna_left = 0
diodes = 0
avgRoutedWirePerCell_um = 12.9
drt-total-wl_mm = 12.1
via_per_inst = 5.22
drt_first_pass_iters = 6
drc = 0
drt_iter0_markers = 246

[grt]
grt_max_degree = 25
track_usage_pct = 21.3
grt_overflow = 0
antenna_found_initial = 0
grt_pass1_vias = 4490
grt_pass1_wl_mm = 19.8

[flow_run]
max_cap_viol_count = 0
warnings = 53

[min_path]
hold_path.class = "flop to asynchronous set/reset pin"

[outcome]
status = "finished, violations left"
violations = "negative setup slack"
[Yosys cell counts (all sizes together), types with 3 or more instances]
cell type	n	area, sq um
nor2	90	338
dfxtp	74	1480
nand2	68	255
o21ai	54	270
nand3	47	265
a21oi	36	180
inv	36	135
xor2	35	307
ha	33	413
xnor2	29	262
dfrtp	25	626
nor3	18	101
nand4	17	136
clkbuf	11	41.3
and3	10	63.8
and4	10	87.6
nor4	8	80.1
a21o	5	37.5
nand2b	5	31.3
or2	5	31.3
a31oi	4	25.0
nand3b	4	30.0
nor2b	4	25.0
buf	3	15.0
edfxtp	3	90.1
o21bai	3	26.3
or3	3	20.0
[final timing paths]
check                           slack (ns)                   end             startpoint
max in group asynchronous             1.27               running         db_rst.btn_out
worst min-delay path                  0.03               running         db_rst.btn_out
min in group clk0                     0.40      db_start.btn_out  db_start.stable_state
worst min register to register        0.03               running         db_rst.btn_out
worst max register to register       -0.23  div_inst.counter[31]   div_inst.counter[13]
worst max-delay path                 -0.23  div_inst.counter[31]   div_inst.counter[13]
[area by class of cell]
| type | count | area (sq um) |
|---|---|---|
| clock buffer | 13 | 159 |
| clock inverter | 3 | 18.8 |
| fill | 717 | 2820 |
| inverter | 36 | 135 |
| multi-input combinational | 501 | 3590 |
| sequential | 102 | 2230 |
| tap | 136 | 170 |
| timing repair buffer | 152 | 1380 |
[flip-flops by register name, summed over array words and instances (netlist names), 4 cells and up]
register	cells
db_rst.count	20
db_start.count	20
div_inst.counter	32
q_hundredths	4
q_minutes	4
q_minutes_tens	4
q_seconds	4
q_seconds_tens	4
q_tenths	4
[per-layer routing]
metal  global-route usage [%]  wire, um  vias to the layer above
met5                        0         0                        -
li1                         -         -                     2531
met2                     34.9      5680                       82
met4                     2.35       105                        0
met1                     32.7      6010                     2298
met3                     1.92       345                        8
[through the flow]
stage	total power [mW]	util, %	hold WS, ns	cell area [sq um]
2_1_floorplan	2.39	-	0.311	5600
3_3_place_gp	2.42	64.4	0.0279	6770
3_5_place_dp	2.43	64.4	0.0298	6770
4_1_cts	4.00	69.8	0.0312	7330
5_1_grt	4.14	73.2	0.0473	7690
6_report	3.98	73.2	0.0296	7690
[power groups by stage]
stage / logic [mW] / registers, mW / clock network, mW
finish: 0.191 / 2.27 / 1.52
global route: 0.206 / 2.27 / 1.66
CTS: 0.161 / 2.27 / 1.57
[worst max-delay path, stage by stage (launching register included)]
cell,delay [ns]
dfxtp_4,0.38
nand4_4,0.13
nor4_4,0.36
nand3_4,0.10
or4_4,0.43
xnor2_2,0.14
[kinds of logic (layout without fill, tap and decap cells)]
kind of cell,Yosys count,count (layout)
flip-flops,102,102
adder cells (fa/ha/maj),33,33
buffers and inverters,50,204
multiplexers,3,3
AND/OR/NAND/NOR,296,296
AND-OR/OR-AND,105,105
XOR/XNOR,64,64
[repair_timing]
item                       4_1_cts  5_1_grt
gates resized                   54       80
pin swaps                       37       40
setup endpoints to repair       69       72
setup buffers                   12       12
gates cloned                     2        3
Power figures rest on the tool's default switching activity, not on a simulated workload.
